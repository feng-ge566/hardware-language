File: /design/flow/run.sh
#!/bin/bash
# OpenROAD 26Q1-2900-gdf79404cd8, Yosys 0.63+post, stock flow scripts
make -C /OpenROAD-flow-scripts/flow DESIGN_CONFIG=/design/flow/config.mk WORK_HOME=/design/flow/orfs finish
File: /design/flow/config.mk
export PLATFORM = sky130hd
export DESIGN_NAME = dma_reg
export DESIGN_NICKNAME = dma_reg
export VERILOG_FILES = /design/flow/design.v
export SDC_FILE = /design/flow/constraint.sdc
export NUM_CORES = 4
export LEC_CHECK = 1
export CORE_UTILIZATION = 50
File: /design/flow/constraint.sdc
current_design dma_reg

set clk_period 4.0
set clk_io_pct 0.2

create_clock -name clk0 -period $clk_period [get_ports {clk}]

set non_clock_inputs [all_inputs -no_clocks]
set_input_delay [expr $clk_period * $clk_io_pct] -clock clk0 $non_clock_inputs
set_output_delay [expr $clk_period * $clk_io_pct] -clock clk0 [all_outputs]
File: /design/flow/design.v
`timescale 1ns / 1ps
module dma_reg
(
    input clk,
    input rst_n,
    input S_AXI_ARVALID,
    output S_AXI_ARREADY,
    input [5:0]S_AXI_ARADDR,
    input [2:0]S_AXI_ARPROT,
    output [32-1:0]S_AXI_RDATA, 
    output [1:0]S_AXI_RRESP,
    output S_AXI_RVALID,
    input S_AXI_RREADY,
    input S_AXI_AWVALID,
    output S_AXI_AWREADY,
    input [5:0]S_AXI_AWADDR,
    input [2:0]S_AXI_AWPROT,
    input [32-1:0]S_AXI_WDATA,
    input S_AXI_WVALID,
    output S_AXI_WREADY,
    input [5:0]S_AXI_WSTRB,   
    output [1:0]S_AXI_BRESP,
    output S_AXI_BVALID,
    input S_AXI_BREADY,
    output start, 
    input done, 
    output reg [31:0]src_addr, 
    output reg [31:0]dst_addr, 
    output reg [15:0]size , 
    output reg      start_test,
    output  reg     dat_en,
    output  reg     wt_en,
    output  reg     cfg_en,
    output  reg     [15:0]cfg,
    output  reg     cmd_vld
);
assign S_AXI_BRESP=2'b0;
reg axi_bvalid;
assign S_AXI_BVALID=axi_bvalid;
always @(posedge clk or negedge rst_n)
    if(~rst_n)
        axi_bvalid<=1'b0;
    else
        if(S_AXI_WVALID & S_AXI_WREADY)
            axi_bvalid<=1'b1;
        else
            if(S_AXI_BREADY)
                axi_bvalid<=1'b0;
reg [3:0]addr_word_w;
wire [3:0]addr_word_w_comb;
always @(posedge clk or negedge rst_n)
    if(~rst_n)
        addr_word_w<=0;
    else
        if(S_AXI_AWVALID & S_AXI_AWREADY)
            addr_word_w <= S_AXI_AWADDR[5:2];
assign addr_word_w_comb = (S_AXI_AWVALID & S_AXI_AWREADY)?S_AXI_AWADDR[5:2]:addr_word_w;  
assign S_AXI_AWREADY=1'b1; 
reg w_phase;
always @(posedge clk or negedge rst_n)
    if(~rst_n)
        w_phase=1'b0;
    else
        if(S_AXI_AWVALID & S_AXI_AWREADY)  
            w_phase<=1;
        else
            if(S_AXI_WVALID & S_AXI_WREADY)   
                w_phase<=0;
assign S_AXI_WREADY=w_phase;
always @(posedge clk or negedge rst_n)
    if(~rst_n)
        begin
            src_addr<=0;
            dst_addr<=0;
            size<=0;
            start_test<=0;
            dat_en <=0;
            wt_en  <= 0;
            cfg_en <=0;
            cfg    <=0;
            cmd_vld <=0;
        end
    else     
        if(S_AXI_WVALID & S_AXI_WREADY)
            case(addr_word_w_comb)
                4'd1:begin src_addr <= S_AXI_WDATA;end   
                4'd2:begin dst_addr <= S_AXI_WDATA;end
                4'd3:begin size <= S_AXI_WDATA[15:0];end
                4'd4:begin start_test <= S_AXI_WDATA[0];end  
                4'd5:begin dat_en <= S_AXI_WDATA[0] ;  
                           wt_en  <= 0;
                           cfg_en  <= 0;
                        end
                4'd6:begin
                            wt_en   <= S_AXI_WDATA[0];  
                            dat_en  <= 0;
                            cfg_en  <= 0;
                end
                4'd7:begin
                            cfg_en  <= S_AXI_WDATA[0];   
                            dat_en  <= 0;
                            wt_en   <= 0;
                end
                4'd8:begin
                            cfg     <= S_AXI_WDATA[15:0];
                end
                4'd9:begin
                            cmd_vld <= S_AXI_WDATA[0];
                end
            endcase
assign S_AXI_ARREADY=1'b1;
assign S_AXI_RRESP=2'b0;
reg [32-1:0]rdata;
assign S_AXI_RDATA = rdata;  
reg rvalid;
assign S_AXI_RVALID = rvalid;
reg done_r;
always @(posedge clk or negedge rst_n)
if(~rst_n)
    done_r<=0;
else
    if(start)
        done_r<=0;
    else
        if(done)  
            done_r<=1;
always @(posedge clk or negedge rst_n)
if(~rst_n)
    begin rvalid<=1'b0;rdata<=32'b0;end
else
    if(S_AXI_ARVALID & S_AXI_ARREADY)
    begin
        rvalid<=1'b1;
        case(S_AXI_ARADDR[5:2])   
            4'd0: rdata <= {30'b0,done_r,1'b0};
            4'd1: rdata <= src_addr;
            4'd2: rdata <= dst_addr;
            4'd3: rdata <= {16'b0,size};
        endcase
    end
    else
        if(S_AXI_RVALID & S_AXI_RREADY)
            rvalid<=1'b0;
assign start = S_AXI_WVALID & S_AXI_WREADY & (addr_word_w_comb == 0) & S_AXI_WDATA[0];
endmodule
==> load_flow_metrics.sql <==
-- generated from flow reports
INSERT INTO impl_metrics (metric_group, metric, value, unit) VALUES
('clocking', 'root_buffer', 'clkbuf_16', ''),
('worst_setup_path', 'ff2ff_setup_slack', '1.85', 'ns'),
('final_timing', 'finalClockSkew', '0.003497', 'ns'),
('synth', 'synthesized_instance_count', '438', ''),
('global_route', 'grt_antenna_before_repair', '1', ''),
('power', 'power', '4.716', 'mW'),
('routing', 'diodes', '0', ''),
('power', 'power.share.clock', '0.284', ''),
('worst_setup_path', 'crit_type', 'input port to primary output', ''),
('final_timing', 'achievable-frequency', '263.4', 'MHz'),
('run', 'stage_log_warnings', '42', ''),
('routing', 'via_count', '4182', ''),
('final_timing', 'post-route-min-period', '3.796', 'ns'),
('final_timing', 'report.final.hold_viol_count', '0', ''),
('routing', 'dr.pass1.iters', '4', ''),
('worst_setup_path', 'critPathArrivalTime', '3.00', 'ns'),
('power', 'power.combinational.fraction', '0.273', ''),
('routing', 'avgViaCountPerCell', '5.382', ''),
('floorplanning', 'die_w', '110.7', 'µm'),
('worst_setup_path', 'worst_path_largest_cell_delay', '0.73', 'ns'),
('final_timing', 'grt_setup_unrepaired', 'false', ''),
('synth', 'synth-warning-count', '1', ''),
('floorplanning', 'die_height', '110.7', 'µm'),
('floorplanning', 'rows', '39', ''),
('clocking', 'postCtsResizedCells', '0', ''),
('floorplanning', 'die_area', '12260', 'µm²'),
('routing', 'drt_wl_total', '14510', 'µm'),
('floorplanning', 'fp_util', '0.5155', ''),
('global_route', 'grt_max_degree', '79', ''),
('floorplanning', 'core_area', '11470', 'µm²'),
('synth', 'top_cells_by_area', 'dfrtp_1, mux2_2, a22oi_1', ''),
('synth', 'post-synth-top-area-fraction', '0.5968', ''),
('worst_setup_path', 'worst_path_max_delay_cell', 'clkdlybuf4s50_1', ''),
('power', 'power.static_leakage', '3.605', 'nW'),
('place', 'place_hpwl', '9617', 'µm'),
('layout', 'fill_cells', '763', ''),
('power', 'power.switching_fraction', '0.2289', ''),
('final_timing', 'final_min_period_over_clock_period', '0.9491', ''),
('global_route', 'grt_remaining_overflow', '0', ''),
('power', 'peakVddDrop', '0.4638', 'mV'),
('power', 'sequentialPowerShare', '0.444', ''),
('layout', 'layout-drive-gt1-share', '0.2334', ''),
('final_timing', 'worst_slack', '0.2036', 'ns'),
('run_status', 'outcome', 'finished clean', ''),
('synth', 'synth_area_per_cell', '13.50', 'µm²'),
('final_timing', 'setup_tns', '0', 'ns'),
('floorplanning', 'ioPinCount', '207', ''),
('clocking', 'worstSkewPairLatency', '0.41', 'ns'),
('global_route', 'number_of_global_route_vias_before_repair', '4416', ''),
('synth', 'ys_area', '5912', 'µm²'),
('clocking', 'cts_num_sinks', '141', ''),
('worst_setup_path', 'cp.buffers_inverters', '3', ''),
('worst_setup_path', 'crit_chain', 'clkdlybuf4s50_1 -> mux2i_1 -> inv_1 -> nor4_1 -> clkdlybuf4s50_1', ''),
('clocking', 'post_cts_hold_buffer_count', '0', ''),
('clocking', 'post-cts-setup-buffer-count', '0', ''),
('clocking', 'clock_path_buffers', '2', ''),
('routing', 'final_antenna_net_count', '0', ''),
('worst_setup_path', 'worstSetupEndpointType', 'primary output', ''),
('power', 'p_per_area', '564.2', 'nW/µm²'),
('place', 'gp_routability_congestion', '0.8105', ''),
('routing', 'remaining_drc_errors', '0', ''),
('final_timing', 'setup_violations', '0', ''),
('clocking', 'cts_inserted_buffers', '17', ''),
('synth', 'postSynthRegisterBits', '141', ''),
('worst_setup_path', 'crit_path_max_fanout', '12', ''),
('place', 'buffer_ports.inserted', '184', ''),
('layout', 'syn2layout_area_growth', '41.38', '%'),
('synth', 'yosys-stat-cells', '438', ''),
('worst_setup_path', 'critical_path.most_common_cell', 'clkdlybuf4s50_1', ''),
('final_timing', 'worst_slew_pin_slew', '0.7385', 'ns'),
('final_timing', 'timing.hold.ws', '0.3751', 'ns');
area by class of cell:
type                            count  area, µm²  area share
Clock buffer                       28      486.7     0.05823
Inverter                            8      30.03    0.003593
Multi-Input combinational cell    260       2173      0.2600
Timing Repair Buffer              195       1951      0.2334
Sequential cell                   141       3528      0.4222
Clock inverter                      2      10.01    0.001198
Tap cell                          143      178.9     0.02141
power groups by stage:
stage     logic (mW)  registers, mW  clock network [mW]
6_report        1.29           2.09                1.34
5_1_grt         1.40           2.15                1.43
4_1_cts         1.31           2.09                1.37
sequential cells by signal, indices dropped and copies added (netlist names):
| register | flops |
|---|---|
| cmd_vld | 1 |
| src_addr | 32 |
| size | 16 |
| wt_en | 1 |
| dat_en | 1 |
| w_phase | 1 |
| start_test | 1 |
| cfg_en | 1 |
| rdata | 32 |
| done_r | 1 |
| addr_word_w | 4 |
| rvalid | 1 |
| cfg | 16 |
| dst_addr | 32 |
| axi_bvalid | 1 |
cells in the mapped netlist, drive strengths merged:
master,instances
dfrtp,141
mux2,110
nand2,37
o21ai,33
a22oi,28
buf,21
clkbuf,12
nor2,9
inv,8
a22o,7
a32oi,3
and2,3
a21o,2
conb,2
mux2i,2
nand2b,2
nor2b,2
o22a,2
o32a,2
a21oi,1
and3,1
mux4,1
nand3,1
nand3b,1
nand4,1
nor3,1
nor4,1
o211ai,1
or2b,1
or3,1
or3b,1
path summary, 6_finish.rpt:
path	start	end	depth (start not counted)
worst max-delay path	S_AXI_AWVALID	start	5
worst min-delay path	rst_n	rdata[30]$_DFFE_PN0P_	1
worst max register to register	addr_word_w[3]$_DFF_PN0_	dst_addr[25]$_DFFE_PN0P_	5
worst min register to register	rdata[6]$_DFFE_PN0P_	rdata[6]$_DFFE_PN0P_	2
max in group asynchronous	rst_n	cfg[10]$_DFFE_PN0P_	2
min in group clk0	rdata[6]$_DFFE_PN0P_	rdata[6]$_DFFE_PN0P_	2
through the flow:
| stage | area [µm²] | std cells | utilization |
|---|---|---|---|
| after floorplan | 5927 | 442 | - |
| after global placement | 7861 | 747 | 0.6855 |
| after detailed placement | 7861 | 747 | 0.6855 |
| after CTS | 8358 | 777 | 0.7289 |
| after global routing | 8358 | 777 | 0.7289 |
| final | 8358 | 777 | 0.7289 |
worst register-to-register path, cell delays in order (launching register included):
cell and delay, ns:
dfrtp_1 0.37, mux2i_1 0.26, nand4_1 0.32, nor2_4 0.38, buf_4 0.34, mux2_2 0.38
routing by layer:
layer / vias up / routed length (µm) / GRT usage
met2: 145 / 6726 / 0.3942
met4: 2 / 118 / 0.02044
li1: 1936 / - / -
met3: 11 / 1310 / 0.1076
met1: 2088 / 6340 / 0.3913
met5: - / 13 / 0
kinds of logic (layout without fill, tap and decap cells):
group | count (synthesis) | in the layout | synth area share
flops | 141 | 141 | 0.5968
simple gates | 62 | 62 | 0.04783
other cells | 2 | 6 | 0.001270
compound gates | 79 | 79 | 0.08931
buf+inv | 41 | 233 | 0.04106
mux | 113 | 113 | 0.2237
layout by cell type (no fill, tap or decap), types with 2 or more instances in the layout:
cell             Yosys  layout
nor2_1               6       6
buf_12               1       2
a22oi_1             28      28
clkbuf_8             0       2
o22a_1               2       2
buf_4               12       9
mux2_2              96      96
a22o_1               7       7
mux2_1               4       4
nor2b_2              0       2
dfrtp_1            141     141
inv_1                8       8
clkbuf_1            12       9
a21o_1               2       2
clkdlybuf4s50_1      0     183
o21ai_0             33      33
mux2_4              10      10
clkinv_2             0       2
nand2b_1             2       2
nand2_1             37      36
o32a_1               2       2
clkbuf_16            0      17
and2_1               2       2
a32oi_1              3       3
nor2_4               0       2
conb_1               2       6
Power and IR drop assume default switching activity.
