## /design/flow/run.sh

```bash
#!/bin/bash
# OpenROAD 26Q1-2900-gdf79404cd8, Yosys 0.63+post, stock flow scripts
make -C /OpenROAD-flow-scripts/flow DESIGN_CONFIG=/design/flow/config.mk WORK_HOME=/design/flow/orfs finish
```

## /design/flow/config.mk

```make
export PLATFORM = sky130hd
export DESIGN_NAME = fifo_s2b
export DESIGN_NICKNAME = fifo_s2b
export VERILOG_FILES = /design/flow/design.v
export SDC_FILE = /design/flow/constraint.sdc
export NUM_CORES = 4
export LEC_CHECK = 1
export CORE_UTILIZATION = 40
```

## /design/flow/constraint.sdc

```tcl
current_design fifo_s2b

set clk_period 3.7
set clk_io_pct 0.2

create_clock -name clk0 -period $clk_period [get_ports {din_clk}]
create_clock -name clk1 -period $clk_period [get_ports {dout_clk}]

set non_clock_inputs [all_inputs -no_clocks]
set_input_delay [expr $clk_period * $clk_io_pct] -clock clk0 $non_clock_inputs
set_output_delay [expr $clk_period * $clk_io_pct] -clock clk0 [all_outputs]
```

## /design/flow/design.v

```verilog
module  ccnt
  #(parameter W = 5 )
   (
    input              rstn ,
    input              clk ,
    input              en ,
    output [W-1:0]     count
    );
   reg [W-1:0]          count_r ;
   always @(posedge clk or negedge rstn) begin
      if (!rstn) begin
         count_r        <= 'b0 ;
      end
      else if (en) begin
         count_r        <= count_r + 1'b1 ;
      end
   end
   assign count = count_r ;
endmodule
module  fifo
    #(  parameter       AWI        = 7 ,
        parameter       AWO        = 5 ,
        parameter       DWI        = 16 ,
        parameter       DWO        = 64 ,
        parameter       PROG_DEPTH = 64)  
    (
        input                   rstn,
        input                   wclk,
        input                   winc,
        input [DWI-1: 0]        wdata,
        input                   rclk,
        input                   rinc,
        output [DWO-1 : 0]      rdata,
        output                  wfull,
        output                  rempty,
        output                  prog_full
     );
   parameter       EXTENT       = DWO/DWI ;
   parameter       EXTENT_BIT   = AWI-AWO ;
   parameter       SHRINK       = DWI/DWO ;
   parameter       SHRINK_BIT   = AWO-AWI ;
   wire [AWI-1:0]               waddr ;
   wire                         wover_flag ;   
   ccnt         #(.W(AWI+1))              
   u_push_cnt(
              .rstn           (rstn),
              .clk            (wclk),
              .en             (winc && !wfull),
              .count          ({wover_flag, waddr})
              );
   wire [AWO-1:0]            raddr ;
   wire                      rover_flag ;    
   ccnt         #(.W(AWO+1))     
   u_pop_cnt(
             .rstn           (rstn),
             .clk            (rclk),
             .en             (rinc & !rempty),  
             .count          ({rover_flag, raddr})
             );
generate
   if (DWO >= DWI) begin : EXTENT_WIDTH
      wire [AWI:0] wptr    = ({wover_flag, waddr}>>1) ^ ({wover_flag, waddr}) ;
      reg [AWI:0]  rq2_wptr_r0 ;
      reg [AWI:0]  rq2_wptr_r1 ;
      always @(posedge rclk or negedge rstn) begin
         if (!rstn) begin
            rq2_wptr_r0     <= 'b0 ;
            rq2_wptr_r1     <= 'b0 ;
         end
         else begin
            rq2_wptr_r0     <= wptr ;
            rq2_wptr_r1     <= rq2_wptr_r0 ;
         end
      end
      wire [AWI-1:0] raddr_ex = raddr << EXTENT_BIT ;
      wire [AWI:0]   rptr     = ({rover_flag, raddr_ex}>>1) ^ ({rover_flag, raddr_ex}) ;
      reg [AWI:0]    wq2_rptr_r0 ;
      reg [AWI:0]    wq2_rptr_r1 ;
      always @(posedge wclk or negedge rstn) begin
         if (!rstn) begin
            wq2_rptr_r0     <= 'b0 ;
            wq2_rptr_r1     <= 'b0 ;
         end
         else begin
            wq2_rptr_r0     <= rptr ;
            wq2_rptr_r1     <= wq2_rptr_r0 ;
         end
      end
      reg [AWI:0]       wq2_rptr_decode ;
      reg [AWI:0]       rq2_wptr_decode ;
      integer           i ;
      always @(*) begin
         wq2_rptr_decode[AWI] = wq2_rptr_r1[AWI];
         for (i=AWI-1; i>=0; i=i-1) begin
            wq2_rptr_decode[i] = wq2_rptr_decode[i+1] ^ wq2_rptr_r1[i] ;
         end
      end
      always @(*) begin
         rq2_wptr_decode[AWI] = rq2_wptr_r1[AWI];
         for (i=AWI-1; i>=0; i=i-1) begin
            rq2_wptr_decode[i] = rq2_wptr_decode[i+1] ^ rq2_wptr_r1[i] ;
         end
      end
      assign rempty    = (rover_flag == rq2_wptr_decode[AWI]) &&
                         (raddr_ex >= rq2_wptr_decode[AWI-1:0]);
      assign wfull     = (wover_flag != wq2_rptr_decode[AWI]) &&
                         (waddr >= wq2_rptr_decode[AWI-1:0]) ;
      assign prog_full  = (wover_flag == wq2_rptr_decode[AWI]) ?
                          waddr - wq2_rptr_decode[AWI-1:0] >= PROG_DEPTH-1 :
                          waddr + (1<<AWI) - wq2_rptr_decode[AWI-1:0] >= PROG_DEPTH-1;
      ramdp
        #( .AWI     (AWI),
           .AWO     (AWO),
           .DWI     (DWI),
           .DWO     (DWO))
      u_ramdp
        (
         .CLK_WR          (wclk),
         .WR_EN           (winc & !wfull),
         .ADDR_WR         (waddr),
         .D               (wdata[DWI-1:0]),
         .CLK_RD          (rclk),
         .RD_EN           (rinc & !rempty),
         .ADDR_RD         (raddr),
         .Q               (rdata[DWO-1:0])
         );
   end
   else begin: SHRINK_WIDTH
      wire [AWO-1:0]    waddr_ex = waddr << SHRINK_BIT ;
      wire [AWO:0]      wptr     = ({wover_flag, waddr_ex}>>1) ^ ({wover_flag, waddr_ex}) ;
      reg [AWO:0]    rq2_wptr_r0 ;
      reg [AWO:0]    rq2_wptr_r1 ;
      always @(posedge rclk or negedge rstn) begin
         if (!rstn) begin
            rq2_wptr_r0     <= 'b0 ;
            rq2_wptr_r1     <= 'b0 ;
         end
         else begin
            rq2_wptr_r0     <= wptr ;
            rq2_wptr_r1     <= rq2_wptr_r0 ;
         end
      end
      reg [AWO:0]  wq2_rptr_r0 ;
      reg [AWO:0]  wq2_rptr_r1 ;
      wire [AWO:0] rptr    = ({rover_flag, raddr}>>1) ^ ({rover_flag, raddr}) ;
      always @(posedge rclk or negedge rstn) begin
         if (!rstn) begin
            wq2_rptr_r0     <= 'b0 ;
            wq2_rptr_r1     <= 'b0 ;
         end
         else begin
            wq2_rptr_r0     <= rptr ;
            wq2_rptr_r1     <= wq2_rptr_r0 ;
         end
      end
      reg [AWO:0]       wq2_rptr_decode ;
      reg [AWO:0]       rq2_wptr_decode ;
      integer           i ;
      always @(*) begin
         wq2_rptr_decode[AWO] = wq2_rptr_r1[AWO];
         for (i=AWO-1; i>=0; i=i-1) begin
            wq2_rptr_decode[i] = wq2_rptr_decode[i+1] ^ wq2_rptr_r1[i] ;
         end
      end
      always @(*) begin
         rq2_wptr_decode[AWO] = rq2_wptr_r1[AWO];
         for (i=AWO-1; i>=0; i=i-1) begin
            rq2_wptr_decode[i] = rq2_wptr_decode[i+1] ^ rq2_wptr_r1[i] ;
         end
      end
      assign rempty    = (rover_flag == rq2_wptr_decode[AWO]) &&
                         (raddr >= rq2_wptr_decode[AWO-1:0]);
      assign wfull     = (wover_flag != wq2_rptr_decode[AWO]) &&
                         (waddr_ex >= wq2_rptr_decode[AWO-1:0]) ;
      assign prog_full  = (wover_flag == wq2_rptr_decode[AWO]) ?
                          waddr_ex - wq2_rptr_decode[AWO-1:0] >= PROG_DEPTH-1 :
                          waddr_ex + (1<<AWO) - wq2_rptr_decode[AWO-1:0] >= PROG_DEPTH-1;
      ramdp
        #( .AWI     (AWI),
           .AWO     (AWO),
           .DWI     (DWI),
           .DWO     (DWO))
      u_ramdp
        (
         .CLK_WR          (wclk),
         .WR_EN           (winc & !wfull),
         .ADDR_WR         (waddr),
         .D               (wdata[DWI-1:0]),
         .CLK_RD          (rclk),
         .RD_EN           (rinc & !rempty),
         .ADDR_RD         (raddr),
         .Q               (rdata[DWO-1:0])
         );
   end
 endgenerate
endmodule
module  fifo_s2b(
        input                   rstn,
        input [4-1: 0]          din,
        input                   din_clk,
        input                   din_en,
        output [16-1 : 0]       dout,
        input                   dout_clk,
        input                   dout_en );
   wire         fifo_empty, fifo_full, prog_full ;
   wire         rd_en_wir ;
   wire [15:0]  dout_wir ;
   assign rd_en_wir     = fifo_empty ? 1'b0 : 1'b1 ;
   fifo  #(.AWI(5), .AWO(3), .DWI(4), .DWO(16), .PROG_DEPTH(16))
     u_buf_s2b(
        .rstn           (rstn),
        .wclk           (din_clk),
        .winc           (din_en),
        .wdata          (din),
        .rclk           (dout_clk),
        .rinc           (rd_en_wir),
        .rdata          (dout_wir),
        .wfull          (fifo_full),
        .rempty         (fifo_empty),
        .prog_full      (prog_full));
   reg          dout_en_r ;
   always @(posedge dout_clk or negedge rstn) begin
      if (!rstn) begin
         dout_en_r       <= 1'b0 ;
      end
      else begin
         dout_en_r       <= rd_en_wir ;
      end
   end
   assign       dout    = dout_wir ;
   assign       dout_en = dout_en_r ;
endmodule
module  ramdp
    #(  parameter       AWI     = 5 ,
        parameter       AWO     = 7 ,
        parameter       DWI     = 64 ,
        parameter       DWO     = 16
        )
    (
        input                   CLK_WR ,
        input                   WR_EN ,
        input [AWI-1:0]         ADDR_WR ,
        input [DWI-1:0]         D ,
        input                   CLK_RD ,
        input                   RD_EN ,
        input [AWO-1:0]         ADDR_RD ,
        output reg [DWO-1:0]    Q
     );
   parameter       EXTENT       = DWO/DWI ;
   parameter       EXTENT_BIT   = AWI-AWO > 0 ? AWI-AWO : 'b1 ;
   parameter       SHRINK       = DWI/DWO ;
   parameter       SHRINK_BIT   = AWO-AWI > 0 ? AWO-AWI : 'b1;
   genvar i ;
   generate
      if (DWO >= DWI) begin
         reg [DWI-1:0]         mem [(1<<AWI)-1 : 0] ;
         always @(posedge CLK_WR) begin
            if (WR_EN) begin
               mem[ADDR_WR]  <= D ;
            end
         end
         for (i=0; i<EXTENT; i=i+1) begin
            always @(posedge CLK_RD) begin
               if (RD_EN) begin
                  Q[(i+1)*DWI-1: i*DWI]  <= mem[(ADDR_RD*EXTENT) + i ] ;
               end
            end
         end
      end
      else begin
         reg [DWO-1:0]         mem [(1<<AWO)-1 : 0] ;
         for (i=0; i<SHRINK; i=i+1) begin
            always @(posedge CLK_WR) begin
               if (WR_EN) begin
                  mem[(ADDR_WR*SHRINK)+i]  <= D[(i+1)*DWO -1: i*DWO] ;
               end
            end
         end
         always @(posedge CLK_RD) begin
            if (RD_EN) begin
                Q <= mem[ADDR_RD] ;
            end
         end
      end
   endgenerate
endmodule
```

==> ci_impl_report.md <==
### Yosys + OpenROAD results

| Metric | Value |
|---|---|
| Status | `complete, no violations` |
| Post-CTS sizing | `0` |
| Cell Chain, Critical Path | `xnor2_1 > xor2_1 > xor2_1 > xnor2_1 > ha_1 > nand2b_1 > a21o_1 > a21oi_1 > buf_4 > o211ai_1 > nor2_1` |
| Switching Share | `30.8%` |
| Slew Viols, Final | `0` |
| Vias in the first global route | `about 3600` |
| Proportion of power drawn by the clock network | `between 20% and 30%` |
| Largest net degree at the start of global routing | `38` |
| Vias per cell | `~5` |
| Crit-path max cell delay | `between 0.4 and 0.5 ns` |
| DP HPWL | `7290 um` |
| Cell family with most CP delay | `XOR/XNOR gates` |
| GR Overflow Total | `0` |
| Setup tns final | `0 ns` |
| CTS tree | `done` |
| Setup violators final | `0` |
| Worst hold path class | `reg2reg` |
| Power Density | `around 910 mW/mm^2` |
| First-pass GRT wire length | `slightly below 20000 um` |
| Site row count | `47` |
| Internal power | `~5.1 mW` |
| Buffers added on ports | `22` |
| Initial antenna violation count | `0` |
| Die Y | `around 130 um` |
| Sw Pwr | `2.30 mW` |
| I/O pin count | `25` |
| Routed WL | `12400 um` |
| Max-Cap Viols | `0` |
| Synth cell types | `32` |
| Worst-path clk slew | `approximately 0.060 ns` |
| Biggest area cells | `edfxtp_1, dfrtp_1, mux4_2` |
| Slew @ Worst Pin | `between 0.7 and 0.8 ns` |
| RSZ-0062 raised after global routing | `no` |
| Sequential fraction of design power | `38.0%` |
| Leakage | `2.84 nW` |
| Final Skew | `0.00834 ns` |
| Worst Setup Start Kind | `flip-flop` |
| Via Count | `approximately 3200` |
| Max VDD drop | `402 uV` |
| CP endpoint kind | `flip-flop` |
| Drc violations | `0` |
| Relative slew slack | `50.6%` |
| GRT Util Overall | `16.3%` |
| Slowest CP cell | `nor2_1` |
| Synthesized area | `0.00695 mm^2` |
| Ant. Diodes | `0` |
| Crit path DRT | `about 3.8 ns` |
| Post-route ant nets | `0` |
| Synth-to-layout area growth | `17.8%` |
| Crit Path Category | `reg2reg` |
| Ys cells | `~350` |
| Synth Warn # | `5` |
| Post-Synthesis Cells | `about 350` |
| Placed cells | `592` |
| WP data arrival | `3.43 ns` |
| Chip Width | `134 um` |
| Clk sinks | `176` |
| Share of layout cells above drive strength 1 | `23.9%` |
| Logic pwr share | `34.3%` |
| 1st-iter DRT viols | `243` |
| CP max FO | `8` |
| Die Area | `0.0179 mm^2` |
| DR pass1 iterations | `4` |
| Cts-stage hold buffer count | `0` |
| Synth area leader | `edfxtp_1` |
| Hold Vio Cnt, Final | `0` |
| Fp_density | `41.5%` |
| Tool Warnings | `33` |
| Yosys reg bits | `176` |
| Post-Layout Cell Count | `630` |
| Final core utilization | `48.8%` |
| Syn_area_per_cell | `roughly 20 um^2` |
| Register share after synthesis | `about 74%` |
| Post-synth top area share | `62.2%` |
| Yosys stat chip area | `0.00695 mm^2` |
| Core area | `0.0168 mm^2` |
| Wire length per cell | `19.6 um` |
| Bufs and invs on worst path | `1` |
| Routability cong. | `0.765` |
| Post-CTS setup repair buffer count | `0` |
-- state kept, by name (all words and copies together), names as in the netlist --
signal / flops
u_buf_s2b.EXTENT_WIDTH.u_ramdp.genblk1.mem: 128
u_buf_s2b.EXTENT_WIDTH.u_ramdp.Q: 16
u_buf_s2b.EXTENT_WIDTH.rq2_wptr_r0: 6
u_buf_s2b.EXTENT_WIDTH.rq2_wptr_r1: 6
u_buf_s2b.u_push_cnt.count_r: 6
u_buf_s2b.EXTENT_WIDTH.wq2_rptr_r0: 5
u_buf_s2b.EXTENT_WIDTH.wq2_rptr_r1: 5
u_buf_s2b.u_pop_cnt.count_r: 4
-- metrics by stage --
stage	hold WS, ns	power [mW]	instance area, um^2	setup WS [ns]
after floorplan	0.331	4.61	6950	0.634
after global placement	0.332	5.41	7470	0.407
after detailed placement	0.335	5.46	7470	0.325
after CTS	0.348	7.56	8180	0.313
after global routing	0.354	7.92	8180	0.0593
final	0.346	7.45	8180	0.339
-- placed cells by master (no fill, tap or decap), drive strengths merged, types with 2 or more instances in the layout --
cell / n
a21oi: 2
mux2: 18
bufinv: 2
xor3: 2
clkbuf: 26
xor2: 6
buf: 10
o21a: 2
edfxtp: 144
a21o: 2
o211ai: 5
xnor2: 11
nor2: 32
nand2: 7
clkinvlp: 2
inv: 10
o2111ai: 2
nand2b: 5
clkinv: 6
ha: 21
clkdlybuf4s50: 22
mux4: 32
dfrtp: 32
-- logic make-up (layout without fill, tap and decap cells) --
kind of cell / count (synthesis) / in the layout / synth area share [%]
and+or+nand+nor: 49 / 49 / 3.04
adders and majority gates: 21 / 21 / 3.78
DFF: 176 / 176 / 73.8
AOI/OAI and AO/OA: 17 / 17 / 2.11
muxes: 50 / 50 / 13.3
xor gates and xnor gates: 19 / 19 / 2.83
buffers and inverters: 20 / 78 / 1.13
-- final cells by class --
type / instances / area (um^2)
Multi-Input combinational cell: 156 / 1740
Timing Repair Buffer: 32 / 295
Clock inverter: 12 / 126
Inverter: 8 / 30.0
Tap cell: 220 / 275
Clock buffer: 26 / 587
Fill cell: 1340 / 8580
Sequential cell: 176 / 5130
-- worst reg2reg max path: stages, from the launching register on --
cell	delay [ns]
dfrtp_1	0.39
xnor2_1	0.26
xor2_1	0.27
xor2_1	0.28
xnor2_1	0.18
ha_1	0.25
nand2b_1	0.15
a21o_1	0.17
a21oi_1	0.13
buf_4	0.17
o211ai_1	0.29
nor2_1	0.47
-- per-layer routing --
metal | vias up | wire length (um) | global-route usage, %
met5 | - | 0 | 0
met4 | 0 | 378 | 4.29
met3 | 24 | 1110 | 8.02
met2 | 134 | 6070 | 24.1
met1 | 1586 | 4810 | 23.4
li1 | 1471 | - | -
-- synthesized netlist by cell type --
cell type,instances
edfxtp_1,144
dfrtp_1,32
mux4_2,32
nor2_1,32
ha_1,21
mux2_2,17
xnor2_1,11
inv_1,8
clkbuf_1,6
nand2_1,6
xor2_1,6
nand2b_1,5
o211ai_1,4
buf_1,3
buf_2,3
a21o_1,2
a21oi_1,2
o2111ai_1,2
o21a_1,2
xor3_1,2
a21boi_0,1
a221oi_1,1
and2_1,1
and3_1,1
mux2_4,1
nand2_2,1
nand3_1,1
nand3b_1,1
nand4_1,1
o211ai_2,1
o311ai_0,1
o31ai_4,1
-- power groups by stage --
stage | clock (mW) | sequential, mW | combinational [mW]
CTS | 2.11 | 2.84 | 2.61
global route | 2.18 | 2.88 | 2.87
finish | 2.06 | 2.83 | 2.55
-- worst paths after layout --
kind / slack (ns) / start / cells after the start / endpoint
worst max-delay path: 0.34 / u_buf_s2b.EXTENT_WIDTH.wq2_rptr_r1[5] / 11 / u_buf_s2b.EXTENT_WIDTH.u_ramdp.genblk1.mem[12][1]
worst min-delay path: 0.35 / u_buf_s2b.EXTENT_WIDTH.wq2_rptr_r0[4] / 0 / u_buf_s2b.EXTENT_WIDTH.wq2_rptr_r1[4]
worst max register to register: 0.34 / u_buf_s2b.EXTENT_WIDTH.wq2_rptr_r1[5] / 11 / u_buf_s2b.EXTENT_WIDTH.u_ramdp.genblk1.mem[12][1]
worst min register to register: 0.35 / u_buf_s2b.EXTENT_WIDTH.wq2_rptr_r0[4] / 0 / u_buf_s2b.EXTENT_WIDTH.wq2_rptr_r1[4]
max in group clk1: 0.69 / u_buf_s2b.EXTENT_WIDTH.rq2_wptr_r1[5] / 8 / u_buf_s2b.EXTENT_WIDTH.u_ramdp.Q[4]
max in group asynchronous: 2.52 / rstn / 2 / u_buf_s2b.u_pop_cnt.count_r[0]
min in group clk1: 0.35 / u_buf_s2b.EXTENT_WIDTH.rq2_wptr_r0[4] / 0 / u_buf_s2b.EXTENT_WIDTH.rq2_wptr_r1[4]
min in group asynchronous: 0.73 / rstn / 2 / u_buf_s2b.EXTENT_WIDTH.wq2_rptr_r1[1]
Power is estimated from default activity; no workload was simulated.
