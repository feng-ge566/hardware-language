`flow/run.sh`:
```
#!/bin/bash
# OpenROAD 26Q1-2900-gdf79404cd8, Yosys 0.63+post, stock flow scripts
make -C /OpenROAD-flow-scripts/flow DESIGN_CONFIG=/design/flow/config.mk WORK_HOME=/design/flow/orfs finish
```
`flow/config.mk`:
```
export PLATFORM = sky130hd
export DESIGN_NAME = fifo_b2s
export DESIGN_NICKNAME = fifo_b2s
export VERILOG_FILES = /design/flow/design.v
export SDC_FILE = /design/flow/constraint.sdc
export NUM_CORES = 4
export LEC_CHECK = 1
export CORE_UTILIZATION = 40
```
`flow/constraint.sdc`:
```
current_design fifo_b2s

set clk_period 8.5
set clk_io_pct 0.2

create_clock -name clk0 -period $clk_period [get_ports {din_clk}]
create_clock -name clk1 -period $clk_period [get_ports {dout_clk}]

set non_clock_inputs [all_inputs -no_clocks]
set_input_delay [expr $clk_period * $clk_io_pct] -clock clk0 $non_clock_inputs
set_output_delay [expr $clk_period * $clk_io_pct] -clock clk0 [all_outputs]
```
`flow/design.v`:
```
module  ccnt
  #(parameter W = 5 )
   (
    input              rstn ,
    input              clk ,
    input              en ,
    output [W-1:0]     count
    );
   reg [W-1:0]          count_r ;
   always @(posedge clk or negedge rstn) begin
      if (!rstn) begin
         count_r        <= 'b0 ;
      end
      else if (en) begin
         count_r        <= count_r + 1'b1 ;
      end
   end
   assign count = count_r ;
endmodule
module  fifo
    #(  parameter       AWI        = 7 ,
        parameter       AWO        = 5 ,
        parameter       DWI        = 16 ,
        parameter       DWO        = 64 ,
        parameter       PROG_DEPTH = 64)  
    (
        input                   rstn,
        input                   wclk,
        input                   winc,
        input [DWI-1: 0]        wdata,
        input                   rclk,
        input                   rinc,
        output [DWO-1 : 0]      rdata,
        output                  wfull,
        output                  rempty,
        output                  prog_full
     );
   parameter       EXTENT       = DWO/DWI ;
   parameter       EXTENT_BIT   = AWI-AWO ;
   parameter       SHRINK       = DWI/DWO ;
   parameter       SHRINK_BIT   = AWO-AWI ;
   wire [AWI-1:0]               waddr ;
   wire                         wover_flag ;   
   ccnt         #(.W(AWI+1))              
   u_push_cnt(
              .rstn           (rstn),
              .clk            (wclk),
              .en             (winc && !wfull),
              .count          ({wover_flag, waddr})
              );
   wire [AWO-1:0]            raddr ;
   wire                      rover_flag ;    
   ccnt         #(.W(AWO+1))     
   u_pop_cnt(
             .rstn           (rstn),
             .clk            (rclk),
             .en             (rinc & !rempty),  
             .count          ({rover_flag, raddr})
             );
generate
   if (DWO >= DWI) begin : EXTENT_WIDTH
      wire [AWI:0] wptr    = ({wover_flag, waddr}>>1) ^ ({wover_flag, waddr}) ;
      reg [AWI:0]  rq2_wptr_r0 ;
      reg [AWI:0]  rq2_wptr_r1 ;
      always @(posedge rclk or negedge rstn) begin
         if (!rstn) begin
            rq2_wptr_r0     <= 'b0 ;
            rq2_wptr_r1     <= 'b0 ;
         end
         else begin
            rq2_wptr_r0     <= wptr ;
            rq2_wptr_r1     <= rq2_wptr_r0 ;
         end
      end
      wire [AWI-1:0] raddr_ex = raddr << EXTENT_BIT ;
      wire [AWI:0]   rptr     = ({rover_flag, raddr_ex}>>1) ^ ({rover_flag, raddr_ex}) ;
      reg [AWI:0]    wq2_rptr_r0 ;
      reg [AWI:0]    wq2_rptr_r1 ;
      always @(posedge wclk or negedge rstn) begin
         if (!rstn) begin
            wq2_rptr_r0     <= 'b0 ;
            wq2_rptr_r1     <= 'b0 ;
         end
         else begin
            wq2_rptr_r0     <= rptr ;
            wq2_rptr_r1     <= wq2_rptr_r0 ;
         end
      end
      reg [AWI:0]       wq2_rptr_decode ;
      reg [AWI:0]       rq2_wptr_decode ;
      integer           i ;
      always @(*) begin
         wq2_rptr_decode[AWI] = wq2_rptr_r1[AWI];
         for (i=AWI-1; i>=0; i=i-1) begin
            wq2_rptr_decode[i] = wq2_rptr_decode[i+1] ^ wq2_rptr_r1[i] ;
         end
      end
      always @(*) begin
         rq2_wptr_decode[AWI] = rq2_wptr_r1[AWI];
         for (i=AWI-1; i>=0; i=i-1) begin
            rq2_wptr_decode[i] = rq2_wptr_decode[i+1] ^ rq2_wptr_r1[i] ;
         end
      end
      assign rempty    = (rover_flag == rq2_wptr_decode[AWI]) &&
                         (raddr_ex >= rq2_wptr_decode[AWI-1:0]);
      assign wfull     = (wover_flag != wq2_rptr_decode[AWI]) &&
                         (waddr >= wq2_rptr_decode[AWI-1:0]) ;
      assign prog_full  = (wover_flag == wq2_rptr_decode[AWI]) ?
                          waddr - wq2_rptr_decode[AWI-1:0] >= PROG_DEPTH-1 :
                          waddr + (1<<AWI) - wq2_rptr_decode[AWI-1:0] >= PROG_DEPTH-1;
      ramdp
        #( .AWI     (AWI),
           .AWO     (AWO),
           .DWI     (DWI),
           .DWO     (DWO))
      u_ramdp
        (
         .CLK_WR          (wclk),
         .WR_EN           (winc & !wfull),
         .ADDR_WR         (waddr),
         .D               (wdata[DWI-1:0]),
         .CLK_RD          (rclk),
         .RD_EN           (rinc & !rempty),
         .ADDR_RD         (raddr),
         .Q               (rdata[DWO-1:0])
         );
   end
   else begin: SHRINK_WIDTH
      wire [AWO-1:0]    waddr_ex = waddr << SHRINK_BIT ;
      wire [AWO:0]      wptr     = ({wover_flag, waddr_ex}>>1) ^ ({wover_flag, waddr_ex}) ;
      reg [AWO:0]    rq2_wptr_r0 ;
      reg [AWO:0]    rq2_wptr_r1 ;
      always @(posedge rclk or negedge rstn) begin
         if (!rstn) begin
            rq2_wptr_r0     <= 'b0 ;
            rq2_wptr_r1     <= 'b0 ;
         end
         else begin
            rq2_wptr_r0     <= wptr ;
            rq2_wptr_r1     <= rq2_wptr_r0 ;
         end
      end
      reg [AWO:0]  wq2_rptr_r0 ;
      reg [AWO:0]  wq2_rptr_r1 ;
      wire [AWO:0] rptr    = ({rover_flag, raddr}>>1) ^ ({rover_flag, raddr}) ;
      always @(posedge rclk or negedge rstn) begin
         if (!rstn) begin
            wq2_rptr_r0     <= 'b0 ;
            wq2_rptr_r1     <= 'b0 ;
         end
         else begin
            wq2_rptr_r0     <= rptr ;
            wq2_rptr_r1     <= wq2_rptr_r0 ;
         end
      end
      reg [AWO:0]       wq2_rptr_decode ;
      reg [AWO:0]       rq2_wptr_decode ;
      integer           i ;
      always @(*) begin
         wq2_rptr_decode[AWO] = wq2_rptr_r1[AWO];
         for (i=AWO-1; i>=0; i=i-1) begin
            wq2_rptr_decode[i] = wq2_rptr_decode[i+1] ^ wq2_rptr_r1[i] ;
         end
      end
      always @(*) begin
         rq2_wptr_decode[AWO] = rq2_wptr_r1[AWO];
         for (i=AWO-1; i>=0; i=i-1) begin
            rq2_wptr_decode[i] = rq2_wptr_decode[i+1] ^ rq2_wptr_r1[i] ;
         end
      end
      assign rempty    = (rover_flag == rq2_wptr_decode[AWO]) &&
                         (raddr >= rq2_wptr_decode[AWO-1:0]);
      assign wfull     = (wover_flag != wq2_rptr_decode[AWO]) &&
                         (waddr_ex >= wq2_rptr_decode[AWO-1:0]) ;
      assign prog_full  = (wover_flag == wq2_rptr_decode[AWO]) ?
                          waddr_ex - wq2_rptr_decode[AWO-1:0] >= PROG_DEPTH-1 :
                          waddr_ex + (1<<AWO) - wq2_rptr_decode[AWO-1:0] >= PROG_DEPTH-1;
      ramdp
        #( .AWI     (AWI),
           .AWO     (AWO),
           .DWI     (DWI),
           .DWO     (DWO))
      u_ramdp
        (
         .CLK_WR          (wclk),
         .WR_EN           (winc & !wfull),
         .ADDR_WR         (waddr),
         .D               (wdata[DWI-1:0]),
         .CLK_RD          (rclk),
         .RD_EN           (rinc & !rempty),
         .ADDR_RD         (raddr),
         .Q               (rdata[DWO-1:0])
         );
   end
 endgenerate
endmodule
module  fifo_b2s(
        input                   rstn,
        input [16-1: 0]         din,
        input                   din_clk,
        input                   din_en,
        output [4-1 : 0]        dout,
        input                   dout_clk,
        input                   dout_en );
   wire         fifo_empty, fifo_full, prog_full ;
   wire         rd_en_wir ;
   wire [3:0]   dout_wir ;
   assign rd_en_wir     = fifo_empty ? 1'b0 : 1'b1 ;
   fifo  #(.AWI(3), .AWO(5), .DWI(16), .DWO(4), .PROG_DEPTH(16))
     u_buf_b2s(
        .rstn           (rstn),
        .wclk           (din_clk),
        .winc           (din_en),
        .wdata          (din),
        .rclk           (dout_clk),
        .rinc           (rd_en_wir),
        .rdata          (dout_wir),
        .wfull          (fifo_full),
        .rempty         (fifo_empty),
        .prog_full      (prog_full));
   reg          dout_en_r ;
   always @(posedge dout_clk or negedge rstn) begin
      if (!rstn) begin
         dout_en_r       <= 1'b0 ;
      end
      else begin
         dout_en_r       <= rd_en_wir ;
      end
   end
   assign       dout    = dout_wir ;
   assign       dout_en = dout_en_r ;
endmodule
module  ramdp
    #(  parameter       AWI     = 5 ,
        parameter       AWO     = 7 ,
        parameter       DWI     = 64 ,
        parameter       DWO     = 16
        )
    (
        input                   CLK_WR ,
        input                   WR_EN ,
        input [AWI-1:0]         ADDR_WR ,
        input [DWI-1:0]         D ,
        input                   CLK_RD ,
        input                   RD_EN ,
        input [AWO-1:0]         ADDR_RD ,
        output reg [DWO-1:0]    Q
     );
   parameter       EXTENT       = DWO/DWI ;
   parameter       EXTENT_BIT   = AWI-AWO > 0 ? AWI-AWO : 'b1 ;
   parameter       SHRINK       = DWI/DWO ;
   parameter       SHRINK_BIT   = AWO-AWI > 0 ? AWO-AWI : 'b1;
   genvar i ;
   generate
      if (DWO >= DWI) begin
         reg [DWI-1:0]         mem [(1<<AWI)-1 : 0] ;
         always @(posedge CLK_WR) begin
            if (WR_EN) begin
               mem[ADDR_WR]  <= D ;
            end
         end
         for (i=0; i<EXTENT; i=i+1) begin
            always @(posedge CLK_RD) begin
               if (RD_EN) begin
                  Q[(i+1)*DWI-1: i*DWI]  <= mem[(ADDR_RD*EXTENT) + i ] ;
               end
            end
         end
      end
      else begin
         reg [DWO-1:0]         mem [(1<<AWO)-1 : 0] ;
         for (i=0; i<SHRINK; i=i+1) begin
            always @(posedge CLK_WR) begin
               if (WR_EN) begin
                  mem[(ADDR_WR*SHRINK)+i]  <= D[(i+1)*DWO -1: i*DWO] ;
               end
            end
         end
         always @(posedge CLK_RD) begin
            if (RD_EN) begin
                Q <= mem[ADDR_RD] ;
            end
         end
      end
   endgenerate
endmodule
```
==> results.toml <==
# implementation run metrics
[die]
core_um2 = 15800
die_x_um = 129
rows = 46
initCoreUtil_pct = 40.9
die_area_um2 = 16700
ios = 25
die_h_um = 129

[final_layout]
final_area_um2 = 7780
area_growth_pct = 20.3
ff_latch_area_um2 = 4770
nFillCells = 1265
combGateArea_um2 = 1620
drive_gt1_share_pct = 27.6

[min_path]
hold_depth = 0
worstHoldStart = "u_buf_b2s.SHRINK_WIDTH.wq2_rptr_r0[3]$_DFF_PN0_"
min_to = "u_buf_b2s.SHRINK_WIDTH.wq2_rptr_r1[3]$_DFF_PN0_"
min-delay-path-class = "flop to flop"

[clock_network]
ctsHoldBuffers = 0
cts.clk_slew.worst_paths_ns = 0.05
tritoncts = "built"
cts_sinks = 164
cts_setup_buffers = 0
cts_resized = 0

[synthesis]
yosys_cells = 306
edf_count = 132
avgSynthCellArea_um2 = 21.1
syn_area_um2 = 6470
ff_type = "edfxtp_1"
synth-seq-cells = 164
ys_warn_count = 5
async_flop_share_pct = 19.5
synth_cell_types = 31
yosysChipArea_um2 = 6470
yosysSeqAreaShare_pct = 73.7
netlist_instances = 306

[global_routing]
grt_overflow_total = 0
grt_pass1_wl_mm = 17.3
antenna_found_initial = 0
grt_usage_pct = 15.8
grt_pass1_vias = 3243
grt_max_degree = 37

[critical_path]
r2r_start = "u_buf_b2s.SHRINK_WIDTH.wq2_rptr_r1[5]$_DFF_PN0_"
path_depth = 6
worstPathCellList = "clkdlybuf4s50_1 -> inv_1 -> a311oi_1 -> nand2_2 -> nor3_2 -> buf_4"
slowest_delay_ns = 0.60
reg2reg_depth = 10
startpoint = "din_en"
start_kind = "input pin"
critical_path.top_delay_family = "simple AND/OR/NAND/NOR gates"
reg2reg_slack_ns = 5.31
critPathRequiredTime_ns = 8.60
crit_type = "input pin to flop"
crit_path_end_kind = "flop"
crit_buf_inv = 3
crit_path_max_fanout = 9
arrival_ns = 3.89
timing.rr.end = "u_buf_b2s.SHRINK_WIDTH.u_ramdp.genblk1.mem[17][2]$_DFFE_PP_"
crit_path_top_delay_cell = "nor3_2"

[route]
drc = 0
drt-pass1-iter-count = 4
antenna_cells = 0
drt-initial-drc-count = 78
vias = 2902
wirelength_mm = 11.0
viasPerCell = 4.99
drtAntennaViolNets = 0
routedWlPerCell_um = 18.8

[pwr]
p_per_area_nw_per_um2 = 403
max-vdd-ir-drop_uv = 217
p_leak_nw = 2.71

[flow_run]
cap_violations = 0
log.warning_count = 30

[placed_design]
hpwl_mm = 6.36
gp_congestion = 0.740
portBuffers = 22
dpl_cell_area_um2 = 7000

[status]
status = "complete, no violations"

[timing]
finalSetupTns_ns = 0
setup_viol = 0
finClkSkew_ns = 0.00578
rsz0062_at_grt = "false"
relSlewSlack_pct = 51.7
worstMarginPinSlew_ns = 0.724
maxSlewViolCount = 0
finalHoldViolations = 0
-- through the flow --
stage	power, W	setup slack, ns	util (%)	cells	hold WS, ns
CTS	0.00317	4.69	49.2	582	0.345
finish	0.00313	4.71	49.2	582	0.344
global placement	0.00220	4.28	44.2	542	0.335
global route	0.00332	4.57	49.2	582	0.347
floorplan	0.00196	4.61	-	306	0.331
detailed placement	0.00222	4.30	44.2	542	0.335
-- flip-flops by register name, summed over array words and instances (netlist names) --
signal                                      flops
u_buf_b2s.u_pop_cnt.count_r                     6
u_buf_b2s.u_push_cnt.count_r                    4
u_buf_b2s.SHRINK_WIDTH.rq2_wptr_r0              5
u_buf_b2s.SHRINK_WIDTH.wq2_rptr_r1              6
u_buf_b2s.SHRINK_WIDTH.u_ramdp.genblk1.mem    128
u_buf_b2s.SHRINK_WIDTH.u_ramdp.Q                4
u_buf_b2s.SHRINK_WIDTH.rq2_wptr_r1              5
u_buf_b2s.SHRINK_WIDTH.wq2_rptr_r0              6
-- power by group --
group | total, W | internal (W) | switching (W)
registers | 0.00120 | 0.00109 | 0.000103
clock network | 0.000938 | 0.000639 | 0.000299
logic | 0.000999 | 0.000504 | 0.000495
-- synth_stat cells, types with 2 or more instances --
library cell	count	area share, %
ha_1	17	3.3
buf_6	3	0.52
nand2_1	3	0.17
buf_1	3	0.17
edfxtp_1	132	61
mux2i_1	3	0.46
mux4_2	40	14
nand2b_1	3	0.29
mux2_2	5	0.87
nand4_1	2	0.19
xor2_1	5	0.68
a21o_1	2	0.23
nand3_1	4	0.31
clkbuf_1	6	0.35
dfrtp_1	32	12
inv_1	12	0.70
nor3_1	7	0.54
xnor2_1	14	1.9
-- cells in the final DEF (no fill, tap or decap), types with 2 or more instances in the layout --
cell type          n
a21o_1             2
buf_4             11
bufinv_16          5
clkbuf_1           3
clkbuf_16         22
clkbuf_8           2
clkdlybuf4s50_1   22
clkinv_1           3
clkinv_2           3
clkinvlp_4         2
dfrtp_1           31
edfxtp_1         132
ha_1              17
inv_1             12
mux2_2             5
mux2i_1            3
mux4_2            40
nand2_1            3
nand2b_1           3
nand3_1            4
nand4_1            2
nor3_2             7
xnor2_1           14
xor2_1             5
-- cell type report --
type / instances / share of cell area, %
timing repair buffer: 33 / 3.89
inverter: 12 / 0.579
clock inverter: 13 / 2.46
multi-input combinational: 117 / 20.8
tap: 216 / 3.47
sequential: 164 / 61.2
clock buffer: 27 / 7.57
-- per-layer routing --
metal  part of all wire [%]  global-route usage (%)  wire length [µm]
met3                     13                    11.1              1430
met2                     47                    23.1              5140
met1                     39                    21.1              4260
met5                      0                       0                 0
met4                    1.1                    1.94               126
-- worst max-delay path by stage --
stage	end	slack [ns]
6_report	u_buf_b2s.SHRINK_WIDTH.u_ramdp.genblk1.mem[17][2]$_DFFE_PP_	4.71
5_1_grt	u_buf_b2s.SHRINK_WIDTH.u_ramdp.genblk1.mem[17][2]$_DFFE_PP_	4.57
4_1_cts	u_buf_b2s.SHRINK_WIDTH.u_ramdp.genblk1.mem[16][2]$_DFFE_PP_	4.69
-- worst reg2reg max path, cell delays in order, from the launching register on --
cell and delay, ns:
dfrtp_1 0.41, xnor2_1 0.38, xnor2_2 0.17, xor2_1 0.17, ha_1 0.29, nand3b_1 0.10, mux2i_1 0.08, o211ai_2 0.27
nand2_2 0.23, nor3_2 0.60, buf_4 0.31
-- logic make-up (layout without fill, tap and decap cells) --
family          count (synthesis)  after routing  share of synthesized area, %
compound gates                  9              9                          1.16
mux                            49             49                          15.4
flops                         164            164                          73.7
buf+inv                        25             85                          1.86
simple gates                   22             22                          1.78
xor+xnor                       20             20                          2.82
fa+ha+maj                      17             17                          3.29
No activity file was given, so power comes from the tool's default toggle rates.
